==> /design/flow/config.mk <==
export PLATFORM = sky130hd
export DESIGN_NAME = DIV
export DESIGN_NICKNAME = DIV
export VERILOG_FILES = /design/flow/design.v
export SDC_FILE = /design/flow/constraint.sdc
export NUM_CORES = 4
export LEC_CHECK = 1
export CORE_AREA = 10 10 111 111
export DIE_AREA = 0 0 121 121
==> /design/flow/constraint.sdc <==
current_design DIV

set clk_period 5.5
set clk_io_pct 0.2

create_clock -name clk0 -period $clk_period [get_ports {CLOCK}]

set non_clock_inputs [all_inputs -no_clocks]
set_input_delay [expr $clk_period * $clk_io_pct] -clock clk0 $non_clock_inputs
set_output_delay [expr $clk_period * $clk_io_pct] -clock clk0 [all_outputs]
==> /design/flow/design.v <==
module	EN_REG4	( D, Q, EN, CLK );
input	[3:0]	D;
input		EN, CLK;
output	[3:0]	Q;
reg	[3:0]	Q;
	always	@( posedge CLK )
		if ( EN )
			Q <= D;
endmodule
module	R_SYJKFF ( RESET_B, J, K, CLK, Q, Q_B );
input	RESET_B, J, K, CLK;
output	Q, Q_B;
reg	Q;
	assign	Q_B = ~Q;
	always	@( posedge CLK or negedge RESET_B )
		if ( !RESET_B )
			Q <= 0;
		else
			case ( { J, K } )
				1:Q <= 0;
				2:Q <= 1;
				3:Q <= ~Q;
			endcase
endmodule
module	DIV	( DD, DQ, ANS, ARE, START, CLOCK, RESET_B );
input	[7:0]	DD;
input	[3:0]	DQ;
input		START, CLOCK, RESET_B;
output	[7:0]	ANS;
output	[3:0]	ARE;
wire		DQ_SEL_IN;
wire		ACC_SEL_IN;
wire		ACC_EN;
wire		JK_FF_K_IN;
wire		JK_FF_Q_OUT, JK_FF_QB_OUT;
wire		ANS_SIN;
wire		ANS_EN;
wire		LAST;
wire	[3:0]	DQ_Q_OUT;
wire	[4:0]	DQ_SEL_A_IN, DQ_SEL_B_IN;
wire	[4:0]	DQ_SEL_OUT;
wire	[4:0]	ADD_SUB_B_IN;
wire	[5:0]	ADD_SUB_OUT;
wire	[11:0]	ACC_SEL_A_IN, ACC_SEL_B_IN;
wire	[12:0]	ACC_D_IN;
wire	[12:0]	ACC_Q_OUT;
wire	[7:0]	ANS_Q_OUT;
wire	[3:0]	CNT16_OUT;
	ADD_SUB			U_ADD_SUB	( ACC_Q_OUT[11:7], ADD_SUB_B_IN, ANS_Q_OUT[0],
							ADD_SUB_OUT[4:0], ADD_SUB_OUT[5] );
	EN_REG4			U_DQ		( DQ, DQ_Q_OUT, START, CLOCK );
	EN_REG13		ACC		( ACC_D_IN, ACC_Q_OUT, ACC_EN, CLOCK );
	EN_SIN_POUT_SHIFT	U_ANS		( ANS_SIN, ANS_Q_OUT, ANS_EN, START, CLOCK );
	R_SYJKFF		JK_FF		( RESET_B, START, JK_FF_K_IN, CLOCK, JK_FF_Q_OUT, JK_FF_QB_OUT );
	EN_CNT16		CNT16		( CNT16_OUT, JK_FF_Q_OUT, CLOCK, START, RESET_B );
	SEL5			DQ_SEL		( DQ_SEL_A_IN, DQ_SEL_B_IN, DQ_SEL_OUT, DQ_SEL_IN );
	SEL12			ACC_SEL		( ACC_SEL_A_IN, ACC_SEL_B_IN, ACC_D_IN[11:0], ACC_SEL_IN );
	assign		DQ_SEL_IN = ~JK_FF_K_IN;
	assign		ACC_SEL_IN = ~START;
	assign		ACC_EN = START | JK_FF_Q_OUT;
	assign		JK_FF_K_IN = CNT16_OUT[3] & ~CNT16_OUT[2] & ~CNT16_OUT[1] & ~CNT16_OUT[0];
	assign		LAST = ~( JK_FF_K_IN & ANS_Q_OUT[0] );
	assign		DQ_SEL_A_IN = { 1'b0, DQ_Q_OUT };
	assign		DQ_SEL_B_IN = { DQ_Q_OUT, 1'b0 };
	assign		ADD_SUB_B_IN = DQ_SEL_OUT & { LAST, LAST, LAST, LAST, LAST };
	assign		ACC_SEL_A_IN = { ADD_SUB_OUT[3:0], ACC_Q_OUT[6:0], 1'b0 };
	assign		ACC_SEL_B_IN = { 4'b0000, DD };
	assign		ACC_D_IN[12] = ADD_SUB_OUT[4];
	assign		ANS = ANS_Q_OUT;
	assign		ANS_SIN = ANS_Q_OUT[0] ^ ADD_SUB_OUT[5];
	assign		ANS_EN = ~JK_FF_K_IN & JK_FF_Q_OUT;
	assign		ARE = ACC_Q_OUT[12:9];
endmodule
module	ADD_SUB		( A, B, SUB, S, CY_BR );
input	[4:0]	A, B;
input		SUB;
output	[4:0]	S;
output		CY_BR;
wire	[5:0]	TOTAL;
	assign	TOTAL = FUNC_ADD_SUB ( A, B, SUB );
	assign	S = TOTAL[4:0];
	assign	CY_BR = TOTAL[5];
function	[5:0]	FUNC_ADD_SUB;
input	[4:0]	A, B;
input		SUB;
	if ( SUB )
		FUNC_ADD_SUB = A - B;
	else
		FUNC_ADD_SUB = A + B;
endfunction
endmodule
module	EN_REG13	( D, Q, EN, CLK );
input	[12:0]	D;
input		EN, CLK;
output	[12:0]	Q;
reg	[12:0]	Q;
	always	@( posedge CLK )
		if ( EN )
			Q <= D;
endmodule
module	EN_SIN_POUT_SHIFT	( SIN, Q, EN, PS, CLK );
input		SIN;
input		EN, PS, CLK;
output	[7:0]	Q;
reg	[7:0]	Q;
	always	@( posedge CLK )
		if ( PS )
			Q[0] <= 1;
		else if ( EN )
			Q <= { Q[6:0], SIN };
endmodule
module	EN_CNT16	( Q, EN, CLK, CLR_SY, CLR_USY );
input		EN, CLK, CLR_SY, CLR_USY;
output	[3:0]	Q;
reg	[3:0]	Q;
	always	@( posedge CLK or negedge CLR_USY )
		if ( !CLR_USY )
			Q <= 0;
		else if ( CLR_SY ) 
			Q <= 0;
		else if ( EN ) 
			Q <= Q + 1;
endmodule
module	SEL5	( A, B, O, SEL );
input	[4:0]	A, B;
input		SEL;
output	[4:0]	O;
	assign	O = FUNC_SEL5 ( A, B, SEL );
function	[4:0]	FUNC_SEL5;
input	[4:0]	A, B;
input		SEL;
	if ( SEL )
		FUNC_SEL5 = A;
	else
		FUNC_SEL5 = B;
endfunction
endmodule
module	SEL12	( A, B, O, SEL );
input	[11:0]	A, B;
input		SEL;
output	[11:0]	O;
	assign	O = FUNC_SEL12 ( A, B, SEL );
function	[11:0]	FUNC_SEL12;
input	[11:0]	A, B;
input		SEL;
	if ( SEL )
		FUNC_SEL12 = A;
	else
		FUNC_SEL12 = B;
endfunction
endmodule
==> /design/flow/run.sh <==
#!/bin/bash
# OpenROAD 26Q1-2900-gdf79404cd8, Yosys 0.63+post, stock flow scripts
make -C /OpenROAD-flow-scripts/flow DESIGN_CONFIG=/design/flow/config.mk WORK_HOME=/design/flow/orfs finish
==> summary.txt <==
Figures from the flow reports.

Outcome:
- The run finished with clean final reports.

STA:
- Counting pins that exceed their max-slew limit in the final report gives 0.
- The run puts the final number of setup-violating endpoints at 0.
- In the final run the clock tree shows a worst skew of 0.00426 ns.
- The run gives the worst max-slew margin expressed relative to the limit as 0.613.
- The run puts the final cycle utilization of the critical path at 0.572.
- Setup repair after global routing left no endpoint under its margin.
- The run gives the pin slew with the least headroom to its limit as 0.578 ns.
- The run gives the final setup TNS as 0 ns.
- The run puts the upper clock frequency limit at 318 MHz.
- The run gives the smallest setup slack after layout as 2.36 ns.
- The run puts the final critical-path required period at 3.14 ns.
- The run gives the final hold violation count as 0.
- The run puts the smallest hold slack at 0.451 ns.

Critical path:
- The run gives the setup slack of the most critical reg-to-reg path as 2.36 ns.
- The run gives the terminus of the critical flop-to-flop path as U_ANS.Q[0]$_SDFFE_PP1P_.
- The run puts the arrival time at the worst endpoint at 3.30 ns.
- STA classifies the critical path endpoint as a flop.
- The run gives the critical path data required time as 5.65 ns.
- The launch point of the worst register-to-register path is recorded as CNT16.Q[0]$_DFFE_PN0P_.
- In the setup report, the worst path falls into the class reg2reg.
- Measured in cells, the most critical reg-to-reg path has a length of 12.
- STA classifies the critical path startpoint as a flop.
- The run puts the largest fanout on the critical path at 11.

Route:
- The run gives the wire length after detailed routing as 2740 um.
- The pre-antenna-repair detailed-routing pass consisted of 4 iterations.
- The run puts the violation count after the first detailed-routing iteration at 48.
- The run gives the post-detailed-route count of antenna-violating nets as 0.
- The run gives the average via count per standard cell as 3.43.
- The run puts the detailed-route wire length per cell at 10.0 um.
- In the routed netlist, the antenna diode instances number 0.
- The script parses the final routing iteration and logs DRC violations as 0.
- The final route contains 940 vias.

Placement:
- Input and output buffers added on the ports amount to 26.
- The run puts the post-DP HPWL at 2140 um.
- RePlAce ended its routability-driven mode at a weighted congestion of 0.789.
- Prior to clock tree synthesis, the placed netlist has a worst setup slack of 2.35 ns.

Synth:
- The run gives the yosys stat cell total as 116.
- The biggest area contributor in the post-synthesis netlist is sky130_fd_sc_hd__edfxtp_1.
- The run puts the summed instance area of the synthesized netlist at 1500 um^2.
- In this run, synthesis produced a sequential element count of 30.
- The run puts the synthesized area per cell at 12.9 um^2.
- The run gives the flip-flop cell with the highest count after synthesis as sky130_fd_sc_hd__edfxtp_1.
- The run puts the synthesized instance count at 116.
- The run puts the proportion of synthesized flip-flops having asynchronous set or reset at 0.167.
- The run puts the count of synthesis-stage warnings from yosys at 8.
- For this run, the chip area from Yosys synthesis comes to 1500 um^2.
- The share of the Yosys chip area taken by registers is 0.579.
- In the post-synthesis netlist, the biggest area contributors are sky130_fd_sc_hd__edfxtp_1, sky130_fd_sc_hd__dfrtp_1, sky130_fd_sc_hd__ha_1, sky130_fd_sc_hd__mux2_2, sky130_fd_sc_hd__buf_4.
- The run puts the area share of the largest cell type after synthesis at 0.482.
- The gate-level netlist out of Yosys references 40 unique cell types.
- The synthesized design contains 24 enable-type register cells.

Cells and area:
- The run puts the fraction of final layout cells sized beyond drive strength 1 at 0.135.
- The run puts the register cell area after layout at 866 um^2.
- The run puts the post-synthesis to final-layout area growth at 30.2%.
- The run puts the final design utilization at 0.197.
- Fill cells in the final layout number 1,037.
- The run puts the logic area at 554 um^2.

Clocking:
- The run puts the post-cts gate resize count at 0.
- The run puts the maximum level of the CTS H-tree at 2.
- The run gives the insertion delay to the later sink of the worst-skew pair as 0.27 ns.
- The run puts the clock sink count at 30.
- The run puts the count of buffers added by post-CTS timing repair for setup at 0.
- The run puts the clock transition at the register clock pins on the worst setup and hold paths after CTS at 0.06 ns.
- For this design, the CTS-stage hold fixing added 0 buffers.
- The run puts the number of clock buffers inserted by TritonCTS at 5.
- The run gives the TritonCTS clock tree as built.
- The run gives the buffer type at the clock tree root as sky130_fd_sc_hd__clkbuf_8.
- The run gives the number of buffers on the longest clock path as 2.

Power:
- The run gives the overall power consumption as 0.681 mW.
- The run gives the total power per unit cell area as 350 nW/um^2.
- Across the VDD grid, the largest voltage drop is 0.000121 V.
- For this design the static power due to leakage is 0.715 nW.

Global route:
- Entering global routing, the biggest net connects 24 pins.
- The run puts the first-pass GRT wire length at 4370 um.
- The run gives the number of global-route vias before repair as 917.
- The number of antenna violations at the first check in global routing is 0.
- The run gives the total congestion overflow as 0.
- The run gives the total global routing track utilization as 0.0366.

Hold path:
- The run gives the count of cells along the worst hold path as 0.
- The worst hold path terminates at U_ANS.Q[7]$_DFFE_PP_.
- The run gives the kind of path behind the tightest hold check as reg2reg.
- The run gives the hold path startpoint as U_ANS.Q[6]$_DFFE_PP_.

Floorplan:
- The run gives the area enclosed by the die boundary as 14,600 um^2.
- For this configuration, the core starts out at a cell density of 0.152.
- According to the floorplan log, the row count is 36.
- In this run the horizontal extent of the chip is 121 um.
- The run gives the height of the die as 121 um.
- The run puts the area of the placeable core at 9860 um^2.
- 27 I/O pins were placed.

Run:
- The run puts the total of max-cap violations at 0.
- The run gives the number of OpenROAD warnings as 25.
==> routing by layer <==
metal | vias up | track usage | part of all wire | routed length, um
met1 | 441 | 0.0444 | 0.44 | 1210
met2 | 24 | 0.0578 | 0.44 | 1220
met3 | 5 | 0.0189 | 0.10 | 279
li1 | 470 | - | - | -
met5 | - | 0 | 0 | 0
met4 | 0 | 0.00603 | 0.011 | 31
==> state kept, by name, indices dropped and copies added, names as in the netlist <==
register and count:
JK_FF.Q 1, U_DQ.Q 4, ACC.Q 13, U_ANS.Q 8
CNT16.Q 4
==> cell type report <==
cell class	count	area share
flip-flops and latches	30	0.445
multi-input cells	73	0.285
repair buffers	27	0.138
well taps	133	0.0855
clock buffers	6	0.0373
inverters	3	0.00578
clock inverters	2	0.00450
==> power by group <==
part | switching [mW] | total (mW) | leakage [nW] | internal [mW]
Clock | 0.0743 | 0.161 | 0.0426 | 0.0866
Sequential | 0.0291 | 0.321 | 0.321 | 0.292
Combinational | 0.0755 | 0.199 | 0.352 | 0.124
Total | 0.179 | 0.681 | 0.715 | 0.502
==> cells in the mapped netlist, types with 3 or more instances <==
master / instances
sky130_fd_sc_hd__a21oi_1: 3
sky130_fd_sc_hd__buf_4: 5
sky130_fd_sc_hd__clkbuf_1: 4
sky130_fd_sc_hd__dfrtp_1: 5
sky130_fd_sc_hd__edfxtp_1: 24
sky130_fd_sc_hd__ha_1: 7
sky130_fd_sc_hd__inv_1: 3
sky130_fd_sc_hd__mux2_2: 7
sky130_fd_sc_hd__nand2_1: 6
sky130_fd_sc_hd__nor2_1: 10
sky130_fd_sc_hd__nor2b_1: 3
sky130_fd_sc_hd__o21ai_0: 3
sky130_fd_sc_hd__xnor2_1: 3
sky130_fd_sc_hd__xor2_1: 3
==> per-stage QoR <==
step | instances | instance area (um^2)
floorplan | 116 | 1500
global placement | 266 | 1870
detailed placement | 266 | 1870
CTS | 274 | 1950
global route | 274 | 1950
finish | 274 | 1950
==> worst max-delay path, cell delays in order, from the launching register on <==
cell and delay [ns]:
sky130_fd_sc_hd__dfrtp_1 0.43, sky130_fd_sc_hd__or4b_4 0.62, sky130_fd_sc_hd__nor2_1 0.15, sky130_fd_sc_hd__a22oi_1 0.09, sky130_fd_sc_hd__ha_1 0.29, sky130_fd_sc_hd__nor2b_1 0.12
sky130_fd_sc_hd__a31oi_1 0.27, sky130_fd_sc_hd__ha_1 0.29, sky130_fd_sc_hd__nor2b_1 0.14, sky130_fd_sc_hd__o31a_1 0.25, sky130_fd_sc_hd__o22ai_1 0.16, sky130_fd_sc_hd__xor2_1 0.14
sky130_fd_sc_hd__o21ai_0 0.07
==> worst max-delay path by stage <==
stage | cells after the start | endpoint | from | slack, ns
5_1_grt | 12 | U_ANS.Q[0]$_SDFFE_PP1P_ | CNT16.Q[0]$_DFFE_PN0P_ | 2.07
4_1_cts | 12 | U_ANS.Q[0]$_SDFFE_PP1P_ | CNT16.Q[0]$_DFFE_PN0P_ | 2.33
6_report | 12 | U_ANS.Q[0]$_SDFFE_PP1P_ | CNT16.Q[0]$_DFFE_PN0P_ | 2.36
==> cells in the final DEF, fill, tap and decap left out, drive strengths merged, types with 2 or more instances in the layout <==
master,instances
inv,3
dfrtp,5
or2,2
xor2,3
nor2,10
ha,7
edfxtp,24
clkdlybuf4s50,26
clkbuf,6
nor3,2
clkinv,2
a31oi,2
a21boi,2
nand2,7
xnor2,3
a211oi,2
a21oi,3
o21ai,4
mux2,7
nor2b,3
==> kinds of logic after synthesis <==
group                    after synthesis  synth area share
adder cells (fa/ha/maj)                8            0.0720
AND-OR/OR-AND                         20            0.0920
AND/OR/NAND/NOR                       31             0.112
flip-flops                            30             0.579
multiplexers                           8            0.0594
buffers and inverters                 13            0.0502
XOR/XNOR                               6            0.0352
No activity file was given, so power comes from the tool's default toggle rates.
