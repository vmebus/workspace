==> design.v <==
module	EN_REG4	( D, Q, EN, CLK );
input	[3:0]	D;
input		EN, CLK;
output	[3:0]	Q;
reg	[3:0]	Q;
	always	@( posedge CLK )
		if ( EN )
			Q <= D;
endmodule
module	R_SYJKFF ( RESET_B, J, K, CLK, Q, Q_B );
input	RESET_B, J, K, CLK;
output	Q, Q_B;
reg	Q;
	assign	Q_B = ~Q;
	always	@( posedge CLK or negedge RESET_B )
		if ( !RESET_B )
			Q <= 0;
		else
			case ( { J, K } )
				1:Q <= 0;
				2:Q <= 1;
				3:Q <= ~Q;
			endcase
endmodule
module	MUL	( MD, MQ, ANS, START, CLOCK, RESET_B );
input	[3:0]	MD, MQ;
input		START, CLOCK, RESET_B;
output	[7:0]	ANS;
wire		MQ_S_OUT;
wire		JK_FF_K_IN;
wire		JK_FF_Q_OUT, JK_FF_QB_OUT;
wire	[3:0]	MD_Q_OUT;
wire	[3:0]	ADDER4_A_IN;
wire	[4:0]	ADDER4_OUT;
wire	[2:0]	CNT8_OUT;
wire	[8:0]	ACC_D_IN;
wire	[8:0]	ACC_Q_OUT;
	EN_REG4			U_MD		( MD, MD_Q_OUT, START, CLOCK );
	ADDER4			U_ADDER4 	( ADDER4_A_IN, ACC_Q_OUT[8:5], 1'b0,
							ADDER4_OUT[3:0], ADDER4_OUT[4] );
	EN_REG9			ACC		( ACC_D_IN, ACC_Q_OUT, JK_FF_Q_OUT, START, CLOCK );
	EN_PIN_SOUT_SHIFT	U_MQ		( MQ, MQ_S_OUT, 1'b0, JK_FF_Q_OUT, START, CLOCK );
	R_SYJKFF		JK_FF		( RESET_B, START, JK_FF_K_IN, CLOCK, JK_FF_Q_OUT, JK_FF_QB_OUT );
	EN_CNT8			CNT8		( CNT8_OUT, JK_FF_Q_OUT, CLOCK, START, RESET_B );
	assign		ADDER4_A_IN = MD_Q_OUT & { MQ_S_OUT, MQ_S_OUT, MQ_S_OUT, MQ_S_OUT };
	assign		ACC_D_IN = { ADDER4_OUT, ACC_Q_OUT[4:1] };
	assign		JK_FF_K_IN = CNT8_OUT[2] & ~CNT8_OUT[1] & ~CNT8_OUT[0];
	assign		ANS = ACC_Q_OUT[7:0];
endmodule
module	EN_REG9	( D, Q, EN, CLR, CLK );
input	[8:0]	D;
input		EN, CLR, CLK;
output	[8:0]	Q;
reg	[8:0]	Q;
	always	@( posedge CLK )
		if ( CLR )
			Q <= 0;
		else if ( EN )
			Q <= D;
endmodule
module	EN_PIN_SOUT_SHIFT ( D, SOUT, SIN, EN, LOAD, CLK );
input	[3:0]	D;
input		SIN, EN, LOAD, CLK;
output		SOUT;
reg	[3:0]	SFT_BUF;
	assign 	SOUT = SFT_BUF[0];
	always	@( posedge CLK )
		if ( LOAD )
			SFT_BUF <= D;
		else if ( EN )
			SFT_BUF <= { SIN, SFT_BUF[3:1] };
endmodule
module	EN_CNT8 ( Q, EN, CLK, CLR_SY, CLR_USY );
input		EN, CLK, CLR_SY, CLR_USY;
output	[2:0]	Q;
reg	[2:0]	Q;
	always	@( posedge CLK or negedge CLR_USY )
		if ( !CLR_USY )
			Q <= 0;
		else if ( CLR_SY ) 
			Q <= 0;
		else if ( EN )
			Q <= Q + 1;
endmodule
module	ADDER4	( A_IN, B_IN, CIN, S, COUT );
input	[3:0]	A_IN, B_IN;
input	CIN;
output	[3:0]	S;
output	COUT;
wire	[2:0]	CY;
	FullAdder	FA0	( A_IN[0], B_IN[0],   CIN, S[0], CY[0] );
  	FullAdder	FA1	( A_IN[1], B_IN[1], CY[0], S[1], CY[1] );
 	FullAdder	FA2	( A_IN[2], B_IN[2], CY[1], S[2], CY[2] );
  	FullAdder	FA3	( A_IN[3], B_IN[3], CY[2], S[3],  COUT );
endmodule
module	FullAdder	( A, B, CY_IN, SUM, CY_OUT );
input	A, B, CY_IN;
output	SUM, CY_OUT;
	assign SUM    = A ^ B ^ CY_IN;
	assign CY_OUT = ( A & B ) | ( A & CY_IN ) | ( B & CY_IN );
endmodule
==> run.sh <==
#!/bin/bash
# OpenROAD 26Q1-2900-gdf79404cd8, Yosys 0.63+post, stock flow scripts
make -C /OpenROAD-flow-scripts/flow DESIGN_CONFIG=/design/flow/config.mk WORK_HOME=/design/flow/orfs finish
==> config.mk <==
export PLATFORM = sky130hd
export DESIGN_NAME = MUL
export DESIGN_NICKNAME = MUL
export VERILOG_FILES = /design/flow/design.v
export SDC_FILE = /design/flow/constraint.sdc
export NUM_CORES = 4
export LEC_CHECK = 1
export CORE_AREA = 10 10 89 89
export DIE_AREA = 0 0 99 99
==> constraint.sdc <==
current_design MUL

set clk_period 1.7
set clk_io_pct 0.2

create_clock -name clk0 -period $clk_period [get_ports {CLOCK}]

set non_clock_inputs [all_inputs -no_clocks]
set_input_delay [expr $clk_period * $clk_io_pct] -clock clk0 $non_clock_inputs
set_output_delay [expr $clk_period * $clk_io_pct] -clock clk0 [all_outputs]
==> flow_summary.ini <==
; physical design summary
[clock_tree]
cts_inserted_buffers = 3
cts_num_sinks = 21
clock_latency_ns = 0.26
cts_tree = done
cts_setup_buffers = 0
clk_pin_slew_ns = 0.08
clockRootBuffer = clkbuf_8
clk_path_buf_depth = 2
cts_max_level = 1

[drt]
wire_per_inst_microns = 10.0
drc = 0
diodes = 0
drt_first_pass_iters = 2
drt_first_iter_violations = 30
vias_per_cell = 3.29
antenna_left = 0
num_vias = 546
finalWirelength_mm = 1.66

[setup_path]
startpoint_type = flip-flop
critPathCaptureType = flip-flop
critPathKind = flip-flop to flip-flop
critPathRequiredTime_ns = 1.89
arrival_ns = 2.33
cp_max_fo = 4

[grt]
grt_pass1_vias = 552
grt_max_degree = 13
gr-total-overflow = 0
antenna_found_initial = 0
grt_pass1_wl_mm = 2.82
grt_use_total_pct = 3.51

[outcome]
status = finished with violations
violations = setup timing

[place]
place.gp.congestion = 0.743
io_buffers = 18
dp_hpwl_mm = 1.38
post-place-ws_ns = -0.477
placed_area_sq_mm = 0.00120

[layout]
lay_top_cells = clkdlybuf4s50_1, nor2_1, dfxtp_1
fillCellCount = 630
drive_gt1_share_pct = 25.3
area_growth_pct = 33.2
final_common_cell = clkdlybuf4s50_1
stdcell_area_sq_mm = 0.00126

[floorplanning]
dieWidth_microns = 99
fp-row-count = 28
chipArea_sq_mm = 0.00980
coreArea_sq_mm = 0.00599
ios = 19
die_h_microns = 99
fp_util_pct = 15.8

[yosys]
edf_count = 8
synthCells = 71
ys_warn_count = 5
post-synth-top-area-fraction_pct = 25.4
yosys_area_sq_um = 946
synth.avg_cell_area_sq_um = 13.3
topCellsByArea = edfxtp_1, dfxtp_1, dfrtp_1
synth_area_sq_um = 946
yosys-stat-cells = 71
ys.flops = 21
async_flop_share_pct = 19.0
ys_types = 23
top_area_cell = edfxtp_1
ff_type = dfxtp_1
postSynthSeqShare_pct = 55.0

[power_and_ir_drop]
p_per_area_mw_per_mm2 = 1140
leakage_nw = 0.505
ir_drop_mv = 0.494

[timing]
rsz0062_at_grt = yes
finalSetupViolations = 3
finalCritPeriodShare_pct = 126
fin_tns_setup_ns = -0.667
skew_ns = 0.00916
report.final.slew_viol_count = 0
fin_ws_ns = -0.438
holdWs_ns = 0.280
min_period_ns = 2.14
slew_headroom_pct = 77.0
fmax_mhz = 468
worst_slew_pin_slew_ns = 0.345
report.final.hold_viol_count = 0

[min_path]
min_path_type = input pin to asynchronous set/reset pin

[job]
warning_count = 28
drv_cap = 0
==> cells in the mapped netlist (2+ instances only) <==
master,instances
buf_4,3
fa_1,3
dfrtp_1,4
buf_2,2
a211oi_2,2
inv_1,2
edfxtp_1,8
and2_1,4
nand2_1,2
ha_1,2
nor2_1,10
mux2i_1,8
mux2_2,3
dfxtp_1,9
==> kinds of logic (layout without fill, tap and decap cells) <==
logic type / Yosys count / after routing / share of synthesized area, %
compound gates: 5 / 5 / 5.56
xor+xnor: 1 / 1 / 0.926
fa+ha+maj: 5 / 5 / 8.99
buf+inv: 9 / 29 / 7.54
flops: 21 / 21 / 55.0
mux: 11 / 11 / 12.0
simple gates: 19 / 19 / 9.92
==> flip-flops by register name, indices dropped and copies added, names as in the netlist <==
signal,flops
U_MQ.SFT_BUF,4
ACC.Q,9
U_MD.Q,4
CNT8.Q,3
JK_FF.Q,1
==> area by class of cell <==
| class | count | area [sq um] | area share [%] |
|---|---|---|---|
| sequential | 21 | 520 | 41.3 |
| multi-input combinational | 41 | 374 | 29.7 |
| timing repair buffer | 23 | 218 | 17.3 |
| tap | 75 | 93.8 | 7.45 |
| clock buffer | 3 | 41.3 | 3.28 |
| inverter | 2 | 7.51 | 0.596 |
| clock inverter | 1 | 5.00 | 0.397 |
==> final timing paths <==
kind	start	endpoint	slack (ns)	depth (start not counted)
worst max register to register	U_MQ.SFT_BUF[0]$_DFFE_PP_	ACC.Q[7]$_SDFFE_PP0P_	-0.44	7
worst max-delay path	U_MQ.SFT_BUF[0]$_DFFE_PP_	ACC.Q[7]$_SDFFE_PP0P_	-0.44	7
worst min register to register	ACC.Q[0]$_SDFFE_PP0P_	ACC.Q[0]$_SDFFE_PP0P_	0.49	2
max in group asynchronous	RESET_B	JK_FF.Q$_DFFE_PN0P_	1.26	1
min in group clk0	ACC.Q[0]$_SDFFE_PP0P_	ACC.Q[0]$_SDFFE_PP0P_	0.49	2
worst min-delay path	RESET_B	CNT8.Q[2]$_DFFE_PN0P_	0.28	1
==> per-stage QoR <==
stage                     utilization (%)  std cells  total power (W)
after detailed placement             20.1        162          0.00113
after CTS                            20.8        166          0.00146
after global routing                 21.0        166          0.00155
final                                21.0        166          0.00144
after floorplan                         -         71          0.00101
after global placement               20.1        162          0.00112
==> metal layers <==
metal | track usage, % | up-vias | routed length (microns) | part of all wire, %
met2 | 5.26 | 12 | 805 | 48
met4 | 0.221 | 0 | 0 | 0
li1 | - | 279 | - | -
met3 | 1.76 | 0 | 133 | 8.0
met5 | 0 | - | 0 | 0
met1 | 4.68 | 255 | 721 | 43
==> critical path, stage by stage, from the launching register on <==
cell	delay, ns
edfxtp_1	0.42
and2_4	0.17
ha_4	0.15
fa_2	0.35
fa_2	0.34
inv_2	0.06
fa_1	0.42
a211oi_2	0.17
==> where the power goes <==
part	internal, W	switching, W
logic	0.000260	0.000148
clock network	0.000163	0.000158
registers	0.000628	0.0000843
==> what timing repair did <==
| item | in CTS | in global routing |
|---|---|---|
| hold buffers | 0 | 0 |
| cloned | 0 | 0 |
| endpoints found under the setup margin | 3 | 3 |
| pin swaps | 2 | 1 |
| gates resized | 0 | 2 |
No activity file was given, so power comes from the tool's default toggle rates.
