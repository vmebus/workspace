## flow/run.sh

```bash
#!/bin/bash
# OpenROAD 26Q1-2900-gdf79404cd8, Yosys 0.63+post, stock flow scripts
make -C /OpenROAD-flow-scripts/flow DESIGN_CONFIG=/design/flow/config.mk WORK_HOME=/design/flow/orfs finish
```

## flow/config.mk

```make
export PLATFORM = sky130hd
export DESIGN_NAME = BCD_ADDER
export DESIGN_NICKNAME = BCD_ADDER
export VERILOG_FILES = /design/flow/design.v
export SDC_FILE = /design/flow/constraint.sdc
export NUM_CORES = 4
export LEC_CHECK = 1
export CORE_AREA = 10 10 70 70
export DIE_AREA = 0 0 80 80
```

## flow/constraint.sdc

```tcl
current_design BCD_ADDER

set clk_period 6.5
set clk_io_pct 0.2

create_clock -name clk0 -period $clk_period

set non_clock_inputs [all_inputs -no_clocks]
set_input_delay [expr $clk_period * $clk_io_pct] -clock clk0 $non_clock_inputs
set_output_delay [expr $clk_period * $clk_io_pct] -clock clk0 [all_outputs]
```

## flow/design.v

```verilog
module BCD_ADDER	(A, B, C_IN, BCD_SUM, BCD_COUT);
input	[3:0]	A, B;
input			C_IN;
output	[3:0]BCD_SUM;
output	BCD_COUT;
wire [4:0]	ADDER0_OUT;
	assign	ADDER0_OUT = FUNC_BCD_ADDER (A, B, C_IN);
	assign	BCD_SUM = ADDER0_OUT[3:0];
	assign	BCD_COUT = ADDER0_OUT[4];
	function [4:0] FUNC_BCD_ADDER;
		input 	[3:0]	A, B;
		input	C_IN;
		integer	ADDER0_S;
		begin	ADDER0_S = A + B +C_IN;
					if (ADDER0_S >= 10) ADDER0_S = ADDER0_S + 6;
				FUNC_BCD_ADDER = ADDER0_S;
		end
	endfunction
endmodule	
```

==> summary.txt <==
yosys + openroad results -> outcome=completed, Hold Fails Final Rpt=0, RSZ-0062 raised after global routing=no, Setup crit end kind=output port, slew of the pin with the lowest slew margin=0.2396 ns, Cells after Synth=32, worst rel slew slack=83.77%, drt first-iter violations=9, share of layout cells above drive strength 1=6.522%, adder share=31.47%, flop count=0, yosys stat cell total=32, wire per inst=6.457 um, Via density=2.717, Max Cap Violations=0, antenna violations before repair=0, largest net degree at the start of global routing=7, Resized cells post-CTS=0, hold depth=5, ant diodes=0, Synth Seq Share=0%, vias in the first global route=223, Remaining Overflow, GRT=0, FP Rows=21, top cells by area=fa_1 (16%), ha_1 (15%), inv_1 (11%), xnor2_1 (7.1%), a21oi_4 (6.6%), Multiplexer share=0%, Placed Cells=92, tool warning count=32, hold path startpoint=C_IN, Final period util=78.41%, antenna-violating nets left=0, XORs/XNORs by Area=13.71%, post-synthesis simple-gate area fraction=24.37%, final worst slack=1.403 ns, Global Route Usage Sum=1.597%, ao+oa area frac=19.80%, Initial Util=7.216%, setup_tns=0 ns, Final Max Tran Viols=0, Slowest-stage cell, CP=clkdlybuf4s50_1, final wirelength=594 um, IO Count=14, post-route minimum period=5.097 ns, largest area contributor in the netlist=fa_1, DP Area=444.2 um2, CLK BUF=0, Unique cell types=16, max frequency=196.2 MHz, mapped cell area=246.5 um2, global-route wire length before repair=883 um, Worst EP required=5.20 ns, Final Cell Area=444.2 um2, Largest logic family=adder cells, vias=250, most frequent cells in the layout=clkdlybuf4s50_1 (14), inv_1 (7), nand2_1 (4), ha_1 (3), die x size=80 um, top cell type's share of synthesized area=16.24%, routability congestion estimate=0.6673, Post-Place Worst Slack=1.378 ns, IO buf count=14, hold endpoint=BCD_SUM[0], cell area power density=113.8 nW/um2, area reported by Yosys stat=246.5 um2, fillers=391, CTS Hold Bufs=0, worst path cell trace=clkdlybuf4s50_1, inv_1, fa_1, fa_1, xnor2_1, nand2b_1, nand2_1, xnor2_1, clkdlybuf4s50_1, Worst Path Arrival=3.80 ns, Hold WS=3.643 ns, crit-path max FO=3, min-delay worst type=input port to output port, Startpoint Class=input port, final cell count without fillers=92, area taken by flip-flops and latches=0 um2, Top cell excl fill/tap=clkdlybuf4s50_1, critical path class=input port to output port, die area=6400 um2, Mean Syn Cell Area=7.703 um2, Post-CTS Setup Bufs=0, endpoints failing setup=0, Pre-Repair DR Iteration Count=2, DIE HEIGHT=80 um, DRC=0, Pleak=0.1851 nW, P&R area growth vs syn=80.20%, peak supply drop=0.00001778 V, YS warnings=1, Crit path largest cell delay=0.48 ns, post-DP HPWL=588.2 um, core area=3416 um2
[how the worst max path moves through the flow]
stage	start	endpoint	slack (ns)
4_1_cts	A[0]	BCD_COUT	1.37
5_1_grt	A[0]	BCD_COUT	1.25
6_report	A[0]	BCD_COUT	1.40
[worst max-delay path: cells and delay by family]
kind | cells | cell delay (ns)
XOR/XNOR | 2 | 0.37
adder cells (fa/ha/maj) | 2 | 0.88
buffers and inverters | 3 | 0.99
AND/OR/NAND/NOR | 2 | 0.25
[cell usage after synthesis]
cell type and count:
inv_1 7, nand2_1 4, ha_1 3, fa_1 2, nand2b_1 2, nor2_1 2, o21ai_0 2, xnor2_1 2
a21oi_4 1, a22o_1 1, nand2b_4 1, nand3_1 1, nor2b_1 1, o21ai_1 1, o311ai_1 1, xor2_2 1
[routing by layer]
metal	GRT usage, %	vias up	part of all wire (%)
met5	0	-	0
met4	0	0	0
met3	0.1136	0	4.4
met2	3.531	5	59
met1	1.594	116	36
li1	-	129	-
[cell families (layout without fill, tap and decap cells)]
logic type	Yosys count	count (layout)
adder cells (fa/ha/maj)	5	5
AND-OR/OR-AND	6	6
XOR/XNOR	3	3
AND/OR/NAND/NOR	11	11
buffers and inverters	7	21
[layout make-up]
type                       count  area (um2)  area share (%)
multi-input combinational     25       220.2           49.58
timing repair buffer          14       140.1           31.55
tap                           46       57.56           12.96
inverter                       7       26.28           5.915
[where the power goes]
group / switching (mW) / internal, mW / leakage [nW]
logic: 0.0185 / 0.0320 / 0.185
registers: 0 / 0 / 0
clock network: 0 / 0 / 0
[through the flow]
stage | total power [mW] | util, %
3_5_place_dp | 0.05183 | 13.00
3_3_place_gp | 0.05107 | 13.00
2_1_floorplan | 0.02542 | -
5_1_grt | 0.05655 | 13.00
4_1_cts | 0.05192 | 13.00
6_report | 0.05057 | 13.00
Power figures rest on the tool's default switching activity, not on a simulated workload.
